==> ./design.v <==
`timescale 1ns / 1ps
module Read_ADC
  #(parameter ADC_CLKS_PER_BIT = 25)
  (
   input        i_Clock,
   input        i_ADC_Data_Serial,
   input        i_ADC_Data_Requested, 
   output       o_ADC_Data_Valid,     
   output [11:0] o_ADC_Data,          
   output       o_ADC_Chip_Select_Not,  
   output       o_ADC_Data_Last,      
   output       o_ADC_Clock           
   );
  parameter IDLE                 = 2'b00;    
  parameter ADC_CONVERSION_DELAY = 2'b01;    
  parameter READ_DATA_BITS       = 2'b10;
  parameter CLEANUP              = 2'b11;
  reg [7:0]     r_Clock_Count    = 0;
  reg [3:0]     r_Bit_Index      = 15;  
  reg [15:0]    r_ADC_Data       = 0;   
  reg           r_ADC_Data_Valid = 0;
  reg [2:0]     r_SM_Main        = 0;
  reg           r_ADC_Chip_Select_Not = 1;
  reg           r_ADC_Clock      = 1;
  reg [7:0]    r_Delay_Clock_Count = 0;
  reg           r_Got_The_Bit    = 1'b0;
  reg           r_ADC_Data_Last = 0;
  always @(posedge i_Clock)
  begin
    case (r_SM_Main)
      IDLE : begin
          r_ADC_Data_Valid    <= 1'b0;
          r_Clock_Count       <= 0;
          r_Delay_Clock_Count <= 0;
          r_Bit_Index         <= 14;   
          r_ADC_Clock         <= 1'b1;
          if (i_ADC_Data_Requested == 1'b1) begin
            r_SM_Main <= ADC_CONVERSION_DELAY;
            r_ADC_Chip_Select_Not <= 1'b0;         
          end else begin
            r_SM_Main <= IDLE;
            r_ADC_Chip_Select_Not <= 1'b1;         
          end
      end  
      ADC_CONVERSION_DELAY : begin
        if (r_Delay_Clock_Count < 0) begin    
          r_Delay_Clock_Count <= r_Delay_Clock_Count + 1;
          r_SM_Main <= ADC_CONVERSION_DELAY;
        end else begin
          r_Delay_Clock_Count <= 0;
          r_SM_Main <= READ_DATA_BITS;
        end
      end  
      READ_DATA_BITS : begin
        if (r_Clock_Count < ADC_CLKS_PER_BIT-1) begin
          if (r_Clock_Count < (ADC_CLKS_PER_BIT/2)) begin
            r_ADC_Clock <= 1'b0;      
            r_Got_The_Bit <= 1'b0;
          end else begin
            r_ADC_Clock <= 1'b1;      
            if (r_Got_The_Bit == 1'b0) begin
              r_ADC_Data[r_Bit_Index] <= i_ADC_Data_Serial;   
              r_Got_The_Bit <= 1'b1;    
              if (r_Bit_Index > 0) begin       
                r_Bit_Index <= r_Bit_Index - 1;   
                r_SM_Main   <= READ_DATA_BITS;
              end else begin
                r_ADC_Data_Valid <= 1'b1;          
                r_ADC_Chip_Select_Not <= 1'b1;     
                r_ADC_Data_Last <= 1'b1;
                r_SM_Main     <= CLEANUP;
              end
            end
          end
          r_Clock_Count <= r_Clock_Count + 1;
        end else begin
          r_Clock_Count <= 0;
        end
      end  
      CLEANUP : begin       
          r_SM_Main <= IDLE;
          r_ADC_Data_Valid   <= 1'b0;
      end  
      default :
        r_SM_Main <= IDLE;
    endcase
  end    
  assign o_ADC_Data_Valid   = r_ADC_Data_Valid;
  assign o_ADC_Data = r_ADC_Data[11:0];
  assign o_ADC_Chip_Select_Not = r_ADC_Chip_Select_Not;
  assign o_ADC_Clock = r_ADC_Clock;
  assign o_ADC_Data_Last = r_ADC_Data_Last;
endmodule  
`timescale 1ns / 1ps
module Read_ADC_Top
  (input  i_Clk,        
   output io_PMOD_1,      
   input  io_PMOD_3,      
   output io_PMOD_4,    
   output reg io_PMOD_10,
   output reg o_ADC_Data_Valid, 
   output reg o_ADC_Data_Last,
   input i_ADC_Data_Ready_Config,
   input i_ADC_Data_Ready_Axis,
   output reg [15:0] o_ADC_Data_Axis
   );
  wire [11:0] w_ADC_Data;
  wire w_ADC_Data_Valid;
  wire w_ADC_Data_Last;
  wire w_Start_ADC_Conversion;
  reg [31:0] r_Readout_Count  = 0;
  parameter Readout_Period = 1;   
  reg r_ADC_Data_Requested = 1'b0;
  always @(posedge i_Clk) begin
    o_ADC_Data_Valid <= w_ADC_Data_Valid;
    if (r_Readout_Count >= Readout_Period) begin
      r_Readout_Count <= 0;
      r_ADC_Data_Requested <= 1'b1;     
      io_PMOD_10 <= 1'b0;
    end else begin
      r_Readout_Count <= r_Readout_Count + 1;
      r_ADC_Data_Requested <= 1'b0;
      io_PMOD_10 <= 1'b1;
    end
    if (w_ADC_Data_Valid == 1'b1 && i_ADC_Data_Ready_Axis && i_ADC_Data_Ready_Config) begin
      o_ADC_Data_Axis <= {4'b0000, w_ADC_Data[11:0]};     
      o_ADC_Data_Last <= w_ADC_Data_Last;
    end  
  end
  Read_ADC #(.ADC_CLKS_PER_BIT(4)) Read_ADC_Inst    
  (.i_Clock(i_Clk),
   .i_ADC_Data_Serial(io_PMOD_3),
   .i_ADC_Data_Requested(r_ADC_Data_Requested),
   .o_ADC_Data_Valid(w_ADC_Data_Valid),
   .o_ADC_Data(w_ADC_Data),
   .o_ADC_Chip_Select_Not(io_PMOD_1),
   .o_ADC_Data_Last(w_ADC_Data_Last),
   .o_ADC_Clock(io_PMOD_4));
endmodule  
==> ./run.sh <==
#!/bin/bash
# OpenROAD 26Q1-2900-gdf79404cd8, Yosys 0.63+post, stock flow scripts
make -C /OpenROAD-flow-scripts/flow DESIGN_CONFIG=/design/flow/config.mk WORK_HOME=/design/flow/orfs finish
==> ./config.mk <==
export PLATFORM = sky130hd
export DESIGN_NAME = Read_ADC_Top
export DESIGN_NICKNAME = Read_ADC_Top
export VERILOG_FILES = /design/flow/design.v
export SDC_FILE = /design/flow/constraint.sdc
export NUM_CORES = 4
export LEC_CHECK = 1
export CORE_UTILIZATION = 40
==> ./constraint.sdc <==
current_design Read_ADC_Top

set clk_period 4.0
set clk_io_pct 0.2

create_clock -name clk0 -period $clk_period [get_ports {i_Clk}]

set non_clock_inputs [all_inputs -no_clocks]
set_input_delay [expr $clk_period * $clk_io_pct] -clock clk0 $non_clock_inputs
set_output_delay [expr $clk_period * $clk_io_pct] -clock clk0 [all_outputs]
==> out/results.txt <==
outcome: finished clean
Pre-antenna DRT Iters: 4
Post-Syn Area per Cell: 13.9 um2
Pwr Total: 0.00150 W
Post-Route WL: 3710 um
clk_skew: 0.00480 ns
Pre-Place Util: 41.5%
Sink Count: 79
DR vias/cell: 4.20
Total GRT Usage: 12.1%
Post-DRT Antenna Nets: 0
initial DRC count: 52
worst setup path category: register to register
Post-Syn Area: 2840 um2
sequential-to-total area share from yosys stat: 71.3%
routability cong.: 0.845
Synth top area share: 46.6%
Logic pwr share: 2.9%
Slew HR: 57.1%
CTS tree: done
Reg area: 2020 um2
largest net degree at the start of global routing: 15
# Post-CTS Setup Buffers: 0
CP required: 4.10 ns
vias in the first global route: 1479
post_cts resized: 0
power per cell area: 437 nW/um2
Cell variety after synth: 40
Reg clk slew, reported paths: 0.08 ns
# diodes: 0
YS chip area: 2840 um2
Comb gate area: 855 um2
die span in y: 86.2 um
Pins Over Slew Limit: 0
die area: 7430 um2
Detailed Place HPWL: 2540 um
Clk pwr share: 37.7%
cts hold-fix bufs: 0
Yosys Warn Count: 2
crit path DAT: 2.48 ns
most frequent logic cell in the layout: edfxtp_1
CP max stage delay: 0.58 ns
Latency at later pin: 0.34 ns
RSZ-0062 raised after global routing: no
DR vias: 1536
P&R area growth vs syn: 21.4%
IO Count: 25
Max FO, Critical Path: 11
CTS buffer count: 9
top cells by area, synth: edfxtp_1 47%, dfxtp_1 25%, ha_1 4.9%
Fillers: 613
CP Capture Type: register
grt ovf: 0
sw frac: 21.2%
Final TNS setup: 0 ns
# Cells Yosys: 204
Min-Delay Path Class: register to register
FP Rows: 30
Seq pwr share: 59.4%
DR DRC count: 0
Lkg Pwr: 1.29 nW
Hold Vio Cnt, Final: 0
peak supply drop: 0.000276 V
H-tree depth: 3
worst path cell trace: inv_1 -> ha_1 -> nor3b_1 -> nor2b_1 -> mux2_4
first-pass GRT wire length: 6570 um
layout cell share with drive strength beyond 1: 9.63%
most numerous logic cells after layout: 44 x edfxtp_1, 40 x conb_1, 35 x dfxtp_1
PortBufs: 20
max-cap violations: 0
Cells after Synth: 204
maximum clock frequency: 419 MHz
cycle use final: 59.7%
Core ar.: 6830 um2
CTS max path bufs: 2
tool warning count: 32
post-layout min period: 2.39 ns
initial antenna violation count: 0
Psw: 0.000318 W
internal power: 0.00119 W
Slowest-stage cell, CP: nor3b_1
area leader, netlist: edfxtp_1
post-layout util: 50.4%
clock tree root buffer cell: clkbuf_8
Seq cells post-synth: 79
Hold Worst Slack: 0.366 ns
Slew @ Worst Pin: 0.642 ns
startpoint types: register
Routed WL per cell: 10.1 um
Final setup viols: 0
Horiz. Die Dim: 86.2 um
[power by group through the flow]
stage | sequential (W) | combinational, W | clock, W
CTS | 0.000894 | 0.0000447 | 0.000585
global route | 0.000897 | 0.0000514 | 0.000626
finish | 0.000893 | 0.0000434 | 0.000567
[cell usage after synthesis]
library cell	number
a21boi_0	1
a21oi_1	2
a31oi_4	1
a41oi_2	1
and2_1	2
and2b_1	1
and3_1	2
and3b_1	1
buf_4	4
buf_6	1
clkbuf_1	3
conb_1	2
dfxtp_1	35
edfxtp_1	44
ha_1	11
inv_1	13
mux2_2	1
mux2_4	1
nand2_1	13
nand2b_1	2
nand3_1	4
nand3b_1	1
nand4_1	3
nor2_1	8
nor2b_1	2
nor3_1	1
nor3_2	1
nor3b_1	4
nor4_1	7
nor4_2	1
nor4b_1	1
o21ai_0	18
o21ai_1	1
o2bb2ai_1	3
o41ai_1	1
or2_2	3
or3_1	1
or3_4	1
xnor2_1	1
xor2_1	1
[flip-flops by register name (all words and copies together) (netlist names)]
name,count
Read_ADC_Inst.r_ADC_Chip_Select_Not,1
Read_ADC_Inst.r_ADC_Clock,1
Read_ADC_Inst.r_ADC_Data,12
Read_ADC_Inst.r_ADC_Data_Last,1
Read_ADC_Inst.r_ADC_Data_Valid,1
Read_ADC_Inst.r_Bit_Index,4
Read_ADC_Inst.r_Clock_Count,8
Read_ADC_Inst.r_Got_The_Bit,1
Read_ADC_Inst.r_SM_Main,2
io_PMOD_10,1
o_ADC_Data_Axis,12
o_ADC_Data_Last,1
o_ADC_Data_Valid,1
r_ADC_Data_Requested,1
r_Readout_Count,32
[layout make-up]
class | instances | area share (%)
repair buffers | 20 | 5.81
clock inverters | 5 | 1.02
clock buffers | 11 | 4.72
well taps | 96 | 3.49
multi-input cells | 142 | 24.8
flip-flops and latches | 79 | 58.7
inverters | 13 | 1.42
[logic make-up (layout without fill, tap and decap cells)]
group           count (synthesis)  in the layout  share of synthesized area [%]
simple gates                   59             59                           11.9
other cells                     2             40                          0.265
xor+xnor                        2              2                          0.618
buf+inv                        21             49                           3.57
flops                          79             79                           71.3
compound gates                 28             28                           6.53
fa+ha+maj                      11             11                           4.85
mux                             2              2                          0.927
[final timing paths]
check | startpoint | to | slack, ns | cells after the start
setup / recovery | Read_ADC_Inst.r_Bit_Index[0] | Read_ADC_Inst.r_ADC_Data[4] | 1.61 | 5
hold / removal | Read_ADC_Inst.r_ADC_Data_Valid | o_ADC_Data_Valid | 0.37 | 0
setup reg to reg | Read_ADC_Inst.r_Bit_Index[0] | Read_ADC_Inst.r_ADC_Data[4] | 1.61 | 5
hold reg to reg | Read_ADC_Inst.r_ADC_Data_Valid | o_ADC_Data_Valid | 0.37 | 0
[critical path: cells and delay by family (launching register included)]
kind	cells	cell delay [ns]
muxes	1	0.30
and+or+nand+nor	2	0.80
buffers and inverters	1	0.20
adders and majority gates	1	0.29
DFF	1	0.56
[metrics by stage]
stage          area [um2]  setup WS (ns)  cells
2_1_floorplan        2980           1.92    242
3_3_place_gp         3250           1.67    350
3_5_place_dp         3250           1.63    350
4_1_cts              3440           1.60    366
5_1_grt              3440           1.39    366
6_report             3440           1.61    366
[routing by layer]
metal	routed length [um]	track usage (%)	up-vias
met5	0	0	-
met4	53	1.52	0
met3	215	4.64	5
met2	1690	18.3	32
met1	1750	18.5	689
li1	-	-	810
No activity file was given, so power comes from the tool's default toggle rates.
